==> design.v <==
`timescale 1ps/1ps
module number_display (input CLK,              
                       input [24:1] num,
                       output reg [6:0] seg,
                       output reg [5:0] sel);
    reg [2:0] count;
    always @(negedge CLK) begin
        if (count == 3'd5) begin
            count <= 3'b0;
        end
        else begin
            count <= count + 1'b1;
        end
    end
    always @(count) begin
        case (count)
            0 : sel      = 6'b 011111;
            1 : sel      = 6'b 101111;
            2 : sel      = 6'b 110111;
            3 : sel      = 6'b 111011;
            4 : sel      = 6'b 111101;
            5 : sel      = 6'b 111110;
            default: sel = 6'b 111111;
        endcase
    end
    reg [4:1] n;
    always @(count) begin
        case (count)
            0 : n       = num[4:1];
            1 : n       = num[8:5];
            2 : n       = num[12:9];
            3 : n       = num[16:13];
            4 : n       = num[20:17];
            5 : n       = num[24:21];
            default : n = 4'b0;
        endcase
        case (n)
            0 : seg  = 7'b 0000001;
            1 : seg  = 7'b 1001111;
            2 : seg  = 7'b 0010010;
            3 : seg  = 7'b 0000110;
            4 : seg  = 7'b 1001100;
            5 : seg  = 7'b 0100100;
            6 : seg  = 7'b 1100000;
            7 : seg  = 7'b 0001111;
            8 : seg  = 7'b 0000000;
            9 : seg  = 7'b 0001100;
            10 : seg = 7'b 0001000;
            11 : seg = 7'b 1100000;
            12 : seg = 7'b 0110001;
            13 : seg = 7'b 1000010;
            14 : seg = 7'b 0110000;
            15 : seg = 7'b 0111000;
        endcase
    end
endmodule
==> run.sh <==
#!/bin/bash
# OpenROAD 26Q1-2900-gdf79404cd8, Yosys 0.63+post, stock flow scripts
make -C /OpenROAD-flow-scripts/flow DESIGN_CONFIG=/design/flow/config.mk WORK_HOME=/design/flow/orfs finish
==> config.mk <==
export PLATFORM = sky130hd
export DESIGN_NAME = number_display
export DESIGN_NICKNAME = number_display
export VERILOG_FILES = /design/flow/design.v
export SDC_FILE = /design/flow/constraint.sdc
export NUM_CORES = 4
export LEC_CHECK = 1
export CORE_AREA = 10 10 70 70
export DIE_AREA = 0 0 80 80
==> constraint.sdc <==
current_design number_display

set clk_period 3.2
set clk_io_pct 0.2

create_clock -name clk0 -period $clk_period [get_ports {CLK}]

set non_clock_inputs [all_inputs -no_clocks]
set_input_delay [expr $clk_period * $clk_io_pct] -clock clk0 $non_clock_inputs
set_output_delay [expr $clk_period * $clk_io_pct] -clock clk0 [all_outputs]
==> impl_metrics.py <==
# Physical implementation metrics
metrics = {
    "synthesis": {
        "ff_type": "dfxtp_1",
        "edf_count": 0,
        "aoi_share": 0.3153,
        "synthMuxAreaShare": 0.09730,
        "synth_flop_count": 3,
        "largest_area_cell": "ha_1",
        "ys_types": 38,
        "fa_ha_area_frac": 0.1982,
        "synth_warnings": 1,
        "syn_inst": 89,
        "ys_cells": 89,
        "syn_area_um2": 694.4,
        "area_leaders": "ha_1 (20%), dfxtp_1 (8.6%), a222oi_1 (5.8%), mux2i_1 (4.3%), inv_1 (4.3%)",
        "ys_seq_share": 0.08649,
        "syn_avg_cell_area_um2": 7.802,
        "ys_chip_area_um2": 694.4,
        "xor_share": 0,
        "simple_gate_share": 0.2090,
        "top_logic_kind": "AND-OR/OR-AND gates",
        "synthArstFlopShare": 0,
        "synth_top_area_share": 0.1982,
    },
    "floorplan": {
        "io_pins": 38,
        "fp_util": 0.2033,
        "num_rows": 21,
        "core-area_um2": 3416,
        "die-area_um2": 6400,
        "die_x_um": 80,
        "die-height_um": 80,
    },
    "final_timing": {
        "slew_violations": 0,
        "setup_ws_ps": -1738,
        "rsz0062_at_grt": "yes",
        "slew_headroom": 0.6865,
        "setup_viol": 13,
        "clock_skew_ps": 7.662,
        "finalHoldViolCount": 0,
        "tightest_slew_ps": 465.3,
    },
    "critical_path": {
        "crit_required_ps": 2560,
        "r2r_setup_slack_ps": 2220,
        "worstSetupPathType": "register to output port",
        "path_cells": "inv_4 > ha_4 > a222oi_1 > nor2_1 > a311oi_2 > or2_4 > buf_6 > ha_4 > nand2b_4 > or3_4 > o311ai_2 > buf_2",
        "critPathMostFrequentCell": "ha_4",
        "path_buffers": 3,
        "crit_arrival_ps": 4300,
        "timing.critical_path.max_delay_family": "simple AND/OR/NAND/NOR gates",
        "worst_path_max_delay_cell": "dfxtp_4",
        "cp_max_fo": 4,
        "start_kind": "register",
        "end_kind": "output port",
        "slowest_delay_ps": 380,
    },
    "power": {
        "leakagePower_uw": 0.0006849,
        "ir_drop_v": 0.00008304,
        "pwr_density_cell_nw_per_um2": 91.64,
        "pwr-share-comb": 0.215,
        "p_total_uw": 148.1,
        "power_frac_clock": 0.542,
        "netSwitchingFraction": 0.2434,
        "p_seq_frac": 0.243,
        "p_int_uw": 112.1,
        "p_switching_uw": 36.07,
    },
    "clock_tree": {
        "ctsHoldBuffers": 0,
        "cts_buffers": 3,
        "cts.sinks": 3,
        "cts_root_buf": "clkbuf_4",
        "clkLatencyLatePin_ps": 300,
        "cts_tree": "yes",
        "cts_max_path_buffers": 2,
        "htreeDepth": 1,
        "path_clk_slew_ps": 30,
    },
    "grt": {
        "antenna_found_initial": 0,
        "grt_pass1_vias": 1022,
        "grt_usage": 0.08306,
        "grt_pass1_wl_um": 4443,
        "grt_overflow": 0,
        "grt_max_degree": 13,
    },
    "status": {
        "violations": "negative setup slack",
        "status": "finished, violations left",
    },
    "detailed_routing": {
        "firstDrtPassIters": 4,
        "wirelength_um": 2829,
        "topRoutingLayerUsed": "met4",
        "wl_met2_um": 1232,
        "vias": 980,
        "wl_per_cell_um": 13.34,
        "drt_first_iter_violations": 54,
        "wl_met3_um": 280,
        "m1WireLength_um": 1297,
        "n_antenna_cell": 0,
        "ant_nets": 0,
        "via_per_inst": 4.623,
        "drc": 0,
    },
    "final_layout": {
        "top_register": "count",
        "largest_register_ff_count": 3,
        "fin_util": 0.4733,
        "fillers": 309,
        "drive_gt1_frac": 0.5120,
        "top_regs": "count: 3 flops",
        "area_delta_synth_final_pct": 132.8,
        "finalNonFillerCells": 212,
    },
    "job": {
        "cap_violations": 0,
        "warning_count": 39,
    },
    "placement": {
        "portBuffers": 37,
        "place.gp.congestion": 0.8760,
        "placed_cells": 195,
        "hpwl_um": 2168,
    },
    "hold_path": {
        "hold_path.class": "register to register",
    },
}
-- cells in the final DEF, fill, tap and decap left out, types with 2 or more instances in the layout --
cell and instances:
ha_1 2, inv_4 2, nor2_1 6, a21oi_1 4
buf_4 28, mux2i_1 3, nand2_1 4, a222oi_1 4
buf_6 11, a211o_1 2, clkbuf_2 2, ha_2 2
nor2_2 2, clkbuf_4 3, mux2_2 2, buf_2 6
a32o_1 2, clkdlybuf4s50_1 29, ha_4 7, o22ai_1 2
inv_1 7, nand3_1 4, a21oi_2 2, dfxtp_4 2
-- cells in the mapped netlist, types with 2 or more instances --
master    instances
a32o_1            2
ha_1             11
inv_1             8
nand3_1           4
or3_1             2
dfxtp_1           3
a211o_1           2
mux2i_1           3
nor2_1            8
a222oi_1          4
nand2_1           5
and2_1            2
a21oi_1           5
o22ai_1           3
mux2_2            2
buf_6             2
buf_1             2
-- area by class of cell --
type                            instances  area, µm²  area share
Inverter                                7      36.28     0.02245
Tap cell                               46      57.56     0.03560
Clock buffer                            3      22.52     0.01393
Clock inverter                          4      15.01    0.009288
Sequential cell                         3      67.56     0.04180
Timing Repair Buffer                   76      664.4      0.4110
Multi-Input combinational cell         73      753.2      0.4659
-- per-stage QoR --
stage	setup TNS, ps	area, µm²	hold WS, ps	worst slack (ps)
final	-17130	1617	466.8	-1738
after global routing	-18220	1617	484.6	-1821
after CTS	-17320	1548	465.2	-1757
after detailed placement	-15300	1384	434.8	-1731
after global placement	-14930	1384	430.7	-1679
after floorplan	-6953	798.3	419.5	-1158
-- metal layers --
| metal | up-vias | global-route usage |
|---|---|---|
| met5 | - | 0 |
| met2 | 34 | 0.1284 |
| li1 | 496 | - |
| met4 | 0 | 0.01585 |
| met1 | 448 | 0.1028 |
| met3 | 2 | 0.03977 |
-- cells by family (layout without fill, tap and decap cells) --
kind of cell / Yosys count / after routing
mux: 6 / 6
simple gates: 28 / 28
buf+inv: 13 / 90
compound gates: 28 / 28
fa+ha+maj: 11 / 11
flops: 3 / 3
-- worst reg2reg max path, cell delays in order, from the launching register on --
cell and delay [ps]:
dfxtp_4 360, ha_2 210, ha_4 260, a21oi_1 30
-- power groups by stage --
stage,registers [µW],clock network (µW),logic [µW]
4_1_cts,36.0,84.5,32.1
5_1_grt,36.0,88.3,33.7
6_report,36.0,80.2,31.9
-- final timing paths --
| path | from | to | depth (start not counted) |
|---|---|---|---|
| setup / recovery | count[0] | seg[3] | 12 |
| hold / removal | count[0] | count[0] | 1 |
| setup reg to reg | count[0] | count[2] | 3 |
| hold reg to reg | count[0] | count[0] | 1 |
-- repair_timing --
action | 4_1_cts | 5_1_grt
setup endpoints to repair | 13 | 13
resized | 41 | 17
pin swaps | 11 | 12
hold endpoints to repair | 0 | 0
setup buffers | 11 | 6
Power is estimated from default activity; no workload was simulated.
