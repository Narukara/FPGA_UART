<file path="design/flow/design.v">
`timescale 1ps/1ps
module divider (input CLK_50M,
                output reg CLK_RX,   
                output reg CLK_TX,   
                output reg CLK_1k,   
                output reg CLK_100,  
                output reg CLK_1);   
    parameter max_rx = 4'd9;  
    reg [3:0] count_rx;
    always @(negedge CLK_50M) begin
        if (count_rx == max_rx) begin
            count_rx <= 0;
            CLK_RX   <= ~CLK_RX;
        end
        else begin
            count_rx <= count_rx + 1'b1;
        end
    end
    parameter max_tx = 6'd49;  
    reg [5:0] count_tx;
    always @(negedge CLK_50M) begin
        if (count_tx == max_tx) begin
            count_tx <= 0;
            CLK_TX   <= ~CLK_TX;
        end
        else begin
            count_tx <= count_tx + 1'b1;
        end
    end
    parameter max1 = 15'd24999;  
    reg [14:0] count1;
    always @(negedge CLK_50M) begin
        if (count1 == max1) begin
            count1 <= 15'b0;
            CLK_1k <= ~CLK_1k;
        end
        else begin
            count1 <= count1 + 1'b1;
        end
    end
    parameter max2 = 3'd4;  
    reg [2:0] count2;
    always @(negedge CLK_1k) begin
        if (count2 == max2) begin
            count2  <= 3'b0;
            CLK_100 <= ~CLK_100;
        end
        else begin
            count2 <= count2 + 1'b1;
        end
    end
    parameter max3 = 6'd49;  
    reg [5:0] count3;
    always @(negedge CLK_100) begin
        if (count3 == max3) begin
            count3 <= 6'b0;
            CLK_1  <= ~CLK_1;
        end
        else begin
            count3 <= count3 + 1'b1;
        end
    end
endmodule
</file>
<file path="design/flow/run.sh">
#!/bin/bash
# OpenROAD 26Q1-2900-gdf79404cd8, Yosys 0.63+post, stock flow scripts
make -C /OpenROAD-flow-scripts/flow DESIGN_CONFIG=/design/flow/config.mk WORK_HOME=/design/flow/orfs finish
</file>
<file path="design/flow/config.mk">
export PLATFORM = sky130hd
export DESIGN_NAME = divider
export DESIGN_NICKNAME = divider
export VERILOG_FILES = /design/flow/design.v
export SDC_FILE = /design/flow/constraint.sdc
export NUM_CORES = 4
export LEC_CHECK = 1
export CORE_AREA = 10 10 105 105
export DIE_AREA = 0 0 115 115
</file>
<file path="design/flow/constraint.sdc">
current_design divider

set clk_period 2.9
set clk_io_pct 0.2

create_clock -name clk0 -period $clk_period [get_ports {CLK_50M}]

set non_clock_inputs [all_inputs -no_clocks]
set_input_delay [expr $clk_period * $clk_io_pct] -clock clk0 $non_clock_inputs
set_output_delay [expr $clk_period * $clk_io_pct] -clock clk0 [all_outputs]
</file>
==> reports/qor.log <==
INFO  clock_network  cts.reportedPaths.clkPinSlew=0.04ns
INFO  setup_path     worst_path_dominant_cell_family=flip-flops
INFO  floorplan      placement_rows=34
INFO  timing         hold_ws=0.461ns
INFO  clock_network  cts_buffers=3
INFO  global_route   grt_max_degree=16
INFO  logic_synthesis synthesized_registers=39
INFO  outcome        status=finished, final reports clean
INFO  floorplan      boundaryPins=6
INFO  setup_path     timing.critical_path.cells=buf_2
INFO  hold_path      hp-start=count_tx[0]
INFO  setup_path     critical-path-slowest-cell=edfxtp_1
INFO  pwr            power.share.combinational=0%
INFO  finish         final_cell_count_no_fill=302
INFO  clock_network  cts_max_level=1
INFO  clock_network  cts_tree=built
INFO  hold_path      timing.hold.worst.class=flop to flop
INFO  global_route   grt_util_all_layers=3.67%
INFO  setup_path     crit_path_dat=2.29ns
INFO  timing         clock-skew-final=0.0111ns
INFO  setup_path     worst-endpoint-required=2.32ns
INFO  pwr            worst_ir_drop_vdd=259uV
INFO  route          initialDrtViolationCount=67
INFO  floorplan      die-area=13200um2
INFO  setup_path     reg2reg_start=count1[3]
INFO  route          route.antenna.diode_count=0
INFO  timing         final_setup_violations=0
INFO  placement      placement.cell_area=1760um2
INFO  clock_network  clk_root_buffer_cell=clkbuf_8
INFO  pwr            power-per-cell-area=394nW/um2
INFO  finish         mostFrequentLayoutCell=inv_1
INFO  flow_run       openroad.warnings=58
INFO  route          mean_routed_wirelength_per_cell=7.40um
INFO  global_route   via_count_of_the_first_global_routing_pass=1066
INFO  logic_synthesis yosys_warnings=1
INFO  global_route   grt.overflow.total=0
INFO  route          route.detailed.drc=0
INFO  finish         ratio_of_cells_with_drive_above_1_in_the_final_layout=7.73%
INFO  pwr            pwr-share-seq=52.1%
INFO  timing         max_slew.worst_pin.slew=0.546ns
INFO  setup_path     worstSetupPathType=flop to output port
INFO  finish         final_cell_area=1910um2
INFO  pwr            cellLeakagePower=0.814nW
INFO  pwr            p_int=0.539mW
INFO  floorplan      die_y=115um
INFO  setup_path     crit_path_max_fanout=2
INFO  placement      place.detailed.instances=268
INFO  route          drt.antenna.violating_nets=0
INFO  flow_run       max_cap_violations=0
INFO  timing         max_slew_vio_count=0
INFO  timing         rsz0062_at_grt=true
INFO  finish         most-common-layout-cells=inv_1, dfxtp_1, nor2_1, xnor2_1
INFO  global_route   wire_length_of_the_first_global_routing_pass=4220um
INFO  route          wire_length_after_detailed_routing=2230um
INFO  logic_synthesis synth.yosys.num_cells=156
INFO  floorplan      fp.coreArea=8760um2
INFO  setup_path     critPathBufInv=1
INFO  logic_synthesis syn-instance-count=156
INFO  logic_synthesis synth_seq_share=52.7%
INFO  floorplan      floorplanUtilization=18.0%
INFO  clock_network  clk_latency=0.35ns
INFO  setup_path     reg2reg_slack=0.96ns
INFO  timing         endpoints_left_unconstrained=15
INFO  logic_synthesis synthesis.area=1580um2
INFO  setup_path     timing.critical_path.to_type=output port
INFO  floorplan      die_width=115um
INFO  timing         timing.max_slew.rel_slack=63.3%
INFO  pwr            switching_share=28.6%
INFO  setup_path     critical_path.startpoint_type=flop
INFO  route          routed-via-count=1094
INFO  timing         finalHoldViolCount=0
INFO  finish         area_growth=21.4%
INFO  setup_path     worst_setup_path_startpoint=CLK_RX
INFO  route          vias_per_cell=3.62
INFO  pwr            p_clk_share=47.9%
INFO  placement      hpwl_after_dpl=1530um
INFO  route          drt_pre_antenna_iters=4
INFO  logic_synthesis yosys.stat.chipArea=1580um2
INFO  pwr            netSwitchingPower=0.215mW
INFO  timing         number_of_register_pins_that_no_clock_reaches=11
INFO  placement      place.gp.congestion=0.766
INFO  logic_synthesis distinct_cell_type_count_after_synthesis=28
INFO  global_route   number_of_antenna_violations_at_the_first_check_in_global_routing=0
INFO  setup_path     critical_path.max_stage_delay=0.37ns
INFO  logic_synthesis post_synth.cell_area_avg=10.1um2
INFO  placement      buffer_ports.inserted=5
INFO  clock_network  maximum_buffer_depth_of_the_clock_tree=2
-- sequential cells by signal, indices dropped and copies added (netlist names), 3 cells and up --
| register | flops |
|---|---|
| count2 | 3 |
| count_tx | 6 |
| count_rx | 4 |
| count3 | 6 |
| count1 | 15 |
-- synth_stat cells (all sizes together) --
cell | number | area, um2
dfxtp | 34 | 681
nor2 | 23 | 86.3
inv | 13 | 48.8
xnor2 | 11 | 96.3
ha | 9 | 113
nand3 | 9 | 45.0
nand2 | 8 | 30.0
o21ai | 7 | 35.0
xor2 | 7 | 61.3
edfxtp | 5 | 150
nand2b | 4 | 25.0
nand4 | 4 | 25.0
nor2b | 3 | 18.8
nor4 | 3 | 33.8
a21oi | 2 | 10.0
a22o | 2 | 17.5
or3 | 2 | 12.5
and2 | 1 | 6.26
and2b | 1 | 8.76
and4b | 1 | 10.0
clkbuf | 1 | 3.75
mux2 | 1 | 11.3
mux2i | 1 | 10.0
nand3b | 1 | 7.51
nand4bb | 1 | 11.3
or2 | 1 | 6.26
or4 | 1 | 11.3
-- worst paths after layout --
check                                    to  cells past startpoint
worst max-delay path                 CLK_RX                      1
worst min-delay path            count_tx[0]                      1
worst max register to register   count1[13]                      4
worst min register to register  count_tx[0]                      1
-- stage by stage --
| stage | power [mW] | setup TNS (ns) | utilization (%) | worst slack, ns |
|---|---|---|---|---|
| finish | 0.754 | 0 | 21.8 | 0.0260 |
| global route | 0.817 | -0.0701 | 21.8 | -0.0373 |
| CTS | 0.781 | 0 | 21.7 | 0.00577 |
| detailed placement | 0.460 | 0 | 20.0 | 0.0665 |
| global placement | 0.460 | 0 | 20.0 | 0.0664 |
| floorplan | 0.460 | 0 | - | 0.541 |
-- logic make-up (layout without fill, tap and decap cells) --
kind of cell,after synthesis,count (layout),synth area share (%)
compound gates,11,11,3.97
flops,39,39,52.7
xor+xnor,18,18,10.0
buf+inv,14,52,3.34
simple gates,63,63,21.4
fa+ha+maj,9,9,7.15
mux,2,2,1.35
-- per-layer routing --
layer	share of wire [%]	wire length, um	vias to the layer above	GRT usage, %
met5	0	0	-	0
met4	1.0	23	0	1.82
met3	7.4	166	4	2.06
met2	40	884	26	4.58
met1	52	1160	472	4.96
li1	-	-	592	-
-- power groups by stage --
stage / clock network (mW) / logic (mW) / registers [mW]
CTS: 0.388 / 0.000000307 / 0.392
global route: 0.425 / 0.000000312 / 0.392
finish: 0.361 / 0.000000312 / 0.393
-- area by class of cell --
class                      instances  area (um2)
fill                             938        6850
sequential                        39         831
multi-input combinational        103         692
tap                              108         135
clock inverter                    29         110
timing repair buffer               8        57.6
inverter                          12        45.0
clock buffer                       3        41.3
-- what timing repair did --
item	in CTS	in global routing
hold buffers	0	0
endpoints found under the setup margin	3	3
setup buffers	2	1
resized	9	0
Power is estimated from default activity; no workload was simulated.
