`./run.sh`:
```
#!/bin/bash
# OpenROAD 26Q1-2900-gdf79404cd8, Yosys 0.63+post, stock flow scripts
make -C /OpenROAD-flow-scripts/flow DESIGN_CONFIG=/design/flow/config.mk WORK_HOME=/design/flow/orfs finish
```
`./config.mk`:
```
export PLATFORM = sky130hd
export DESIGN_NAME = sender
export DESIGN_NICKNAME = sender
export VERILOG_FILES = /design/flow/design.v
export SDC_FILE = /design/flow/constraint.sdc
export NUM_CORES = 4
export LEC_CHECK = 1
export CORE_AREA = 10 10 70 70
export DIE_AREA = 0 0 80 80
```
`./constraint.sdc`:
```
current_design sender

set clk_period 1.9
set clk_io_pct 0.2

create_clock -name clk0 -period $clk_period [get_ports {CLK}]

set non_clock_inputs [all_inputs -no_clocks]
set_input_delay [expr $clk_period * $clk_io_pct] -clock clk0 $non_clock_inputs
set_output_delay [expr $clk_period * $clk_io_pct] -clock clk0 [all_outputs]
```
`./design.v`:
```
`timescale 1ps/1ps
module sender (input CLK,            
               input start,          
               input [8:1] message,
               output TX);
    reg set;
    reg last;
    always @(posedge CLK) begin
        last <= start;
        set  <= last & (~start);
    end
    wire [11:1] Q;
    shift_reg #(11) sr ({1'b1, ~^message, message, 1'b0}, CLK, set, 1'b1, 1'b1, Q);
    assign TX = Q[1];
endmodule
`timescale 1ps/1ps
module shift_reg #(parameter length = 8)
                  (input [length:1] data,
                   input CLK,
                   input set,                 
                   input dir,                 
                   input in,
                   output reg [length:1] Q);
    always @(negedge CLK) begin
        if (set == 1'b1) begin
            Q <= data;
        end
        else begin
            if (dir == 1'b0)begin
                Q    <= Q << 1;
                Q[1] <= in;
            end
            else begin
                Q         <= Q >> 1;
                Q[length] <= in;
            end
        end
    end
endmodule
```
==> impl_metrics.toml <==
# synthesis and place-and-route metrics
[run_status]
status = "complete, but fails checks"
failed_checks = "setup timing"

[yosys]
yosys_warnings = 2
ys_ff = 12
synth.yosys.chip_area_um2 = 417
synthDistinctLibCells = 8
synthCells = 32
synth.top_cell.area_share_pct = 57.7
syn_area_per_cell_um2 = 13.0
synth_seq_share_pct = 57.7
syn-cell-area_um2 = 417
yosys_cells = 32
synthTopCellsByArea = "sky130_fd_sc_hd__dfxtp_1, sky130_fd_sc_hd__mux2_2, sky130_fd_sc_hd__xnor2_1, sky130_fd_sc_hd__nor2b_1, sky130_fd_sc_hd__xor2_1"
yosys.area.top_type = "sky130_fd_sc_hd__dfxtp_1"

[route]
vias = 287
drt.antenna.violating_nets = 0
drc = 0
route.detailed.vias_per_inst = 2.81
drt_first_iter_violations = 2
postRouteWirelength_um = 755
dr_pass1_iterations = 2
route.detailed.wl_per_inst_um = 7.40
num_antenna_cells = 0

[grt]
pin_count_of_the_biggest_net_entering_global_routing = 11
grt_first_pass_wirelength_mm = 1.21
first_global_vias = 298
number_of_antenna_violations_at_the_first_check_in_global_routing = 0
grt_util_all_layers_pct = 2.45
grt_remaining_overflow = 0

[finish]
area.growth.synth_to_final_pct = 55.6
fin_util_pct = 19.0
drive_above_1_share_pct = 46.4
final_cell_area_um2 = 648
stdcell_count = 102

[critical_path]
worstPathRequired_ns = 1.52
worstSetupEndpointType = "primary output"
worstPathCellList = "buf_2"
worstPathBufferInverterCount = 1
cp_peak_stage_delay_ns = 0.28
critical-path-slowest-cell = "sky130_fd_sc_hd__dfxtp_1"
critical_path.top_delay_family = "flip-flops"
cp_data_arrival_time_ns = 1.66
criticalPathCategory = "register to primary output"
cp-start-kind = "register"
critical_path.max_fanout = 1

[power]
vdd_drop_max_mv = 0.445
power.static_leakage_nw = 0.298
fin_total_pwr_mw = 0.621
p_per_cell_area_nw_per_um2 = 958

[floorplanning]
fp.dieH_um = 80
core_area_um2 = 3420
initial_utilization_pct = 12.2
floorplan.die_area_um2 = 6400
std_cell_rows = 21
total_i_o_pin_count = 11
dieWidth_um = 80

[clock_tree]
clock_sink_count = 12
cts_htree_levels = 1
tritoncts = "yes"
path_clk_slew_ns = 0.03
clock.latency.late_pin_ns = 0.33
cts_setup_buffers = 0
cts_hold_repair.buffers = 0
cts.root.buffer_cell = "sky130_fd_sc_hd__clkbuf_4"
clk_path_buf_depth = 2
cts-buffers-inserted = 3

[timing]
report.final.slew_viol_count = 0
hold_violations = 0
setup_viol_count_final = 1
tns_ns = -0.144
maxSlewHeadroom_pct = 88.2
grt_setup_unrepaired = "yes"
layout_skew_ns = 0.0645
tightest_slew_ns = 0.177
setup_ws_ns = -0.144

[placed_design]
numPortBuffers = 10
number_of_placed_instances_taps_included = 89
place_congestion = 0.717
place_hpwl_um = 568
placedInstanceArea_um2 = 597

[run]
max-cap-violations = 0
log.warning_count = 38

[min_path]
hold_class = "register to register"
-- report_power, final --
group,internal [mW],switching (mW),leakage (nW),total (mW)
combinational,0.0601,0.0301,0.126,0.0902
clock,0.105,0.130,0.0710,0.236
sequential,0.287,0.00781,0.101,0.295
-- logic make-up after synthesis --
group / count (synthesis) / share of synthesized area, %
flip-flops: 12 / 57.7
multiplexers: 8 / 21.6
XOR/XNOR: 7 / 14.7
AND/OR/NAND/NOR: 3 / 3.90
buffers and inverters: 2 / 2.10
-- timing repair --
action	CTS	global route
setup endpoints to repair	3	2
pin swaps	8	7
gates resized	15	15
-- state kept, by name (all words and copies together) (netlist names) --
register  count
sr.Q         10
last          1
set           1
-- synthesized netlist by cell type (all sizes together) --
cell	n
buf	1
dfxtp	12
inv	1
mux2	8
nand2	1
nor2b	2
xnor2	6
xor2	1
-- worst register-to-register path: cells and delay by family (launching register included) --
family	cells	cell delay [ns]
buffers and inverters	1	0.13
DFF	1	0.36
muxes	1	0.33
-- layer usage --
metal | track usage (%) | part of all wire, % | vias to the layer above
met5 | 0 | 0 | -
met4 | 0.880 | 0 | 0
met3 | 1.93 | 11 | 0
met2 | 3.21 | 39 | 11
met1 | 2.91 | 50 | 125
li1 | - | - | 151
-- path summary, 6_finish.rpt --
path	startpoint	to	slack (ns)	depth (start not counted)
worst max-delay path	sr.Q[1]	TX	-0.14	1
worst min-delay path	sr.Q[2]	sr.Q[1]	0.43	1
worst max register to register	set	sr.Q[8]	0.07	2
worst min register to register	sr.Q[2]	sr.Q[1]	0.43	1
-- per-stage QoR --
stage / hold slack [ns] / setup WS, ns
4_1_cts: 0.441 / -0.166
6_report: 0.435 / -0.144
2_1_floorplan: 0.408 / -0.0396
5_1_grt: 0.447 / -0.203
3_3_place_gp: 0.420 / -0.572
3_5_place_dp: 0.433 / -0.571
-- cell usage in the layout (no fill, tap or decap), drive strengths merged --
cell type	count
mux2	8
clkdlybuf4s15	1
clkinv	1
nand2	1
xnor2	6
clkbuf	10
inv	10
xor2	1
dfxtp	12
clkdlybuf4s50	1
nor2b	2
buf	3
-- area by class of cell --
type	instances	area, um2
multi-input cells	18	198
clock inverters	11	42.5
well taps	46	57.6
repair buffers	12	87.6
fillers	390	2770
flip-flops and latches	12	240
clock buffers	3	22.5
No activity file was given, so power comes from the tool's default toggle rates.
